<file path="run.sh">
#!/bin/bash
# OpenROAD 26Q1-2900-gdf79404cd8, Yosys 0.63+post, stock flow scripts
make -C /OpenROAD-flow-scripts/flow DESIGN_CONFIG=/design/flow/config.mk WORK_HOME=/design/flow/orfs finish
</file>
<file path="config.mk">
export PLATFORM = sky130hd
export DESIGN_NAME = clkdiv
export DESIGN_NICKNAME = clkdiv
export VERILOG_FILES = /design/flow/design.v
export SDC_FILE = /design/flow/constraint.sdc
export NUM_CORES = 4
export LEC_CHECK = 1
export CORE_AREA = 10 10 93 93
export DIE_AREA = 0 0 103 103
export SYNTH_HDL_FRONTEND = slang
</file>
<file path="constraint.sdc">
current_design clkdiv

set clk_period 4.0
set clk_io_pct 0.2

create_clock -name clk0 -period $clk_period [get_ports {clk}]

set non_clock_inputs [all_inputs -no_clocks]
set_input_delay [expr $clk_period * $clk_io_pct] -clock clk0 $non_clock_inputs
set_output_delay [expr $clk_period * $clk_io_pct] -clock clk0 [all_outputs]
</file>
<file path="design.v">
`timescale 1ns / 1ps
module clkdiv(
    input clk, rst,
    output reg clk_div,
    input [15:0] terminalcount
    );
reg [15:0] count;
wire tc;
assign tc = (count == terminalcount);	 
always @ (posedge(clk), posedge(rst))
begin
    if (rst) count <= 0;
    else if (tc) count <= 0;		 
    else count <= count + 1;
end
always @ (posedge(clk), posedge(rst))
begin
    if (rst) clk_div <= 0;
    else if (tc) clk_div = !clk_div;	 
end
endmodule
</file>
==> impl_metrics.env <==
# implementation run metrics
export IMPL_tritoncts="built"
export IMPL_rsz0062_at_grt="false"
export IMPL_finalWorstPathRequiredPeriod_ps=2510
export IMPL_yosys_warnings=0
export IMPL_detail_route_iter0_violations=48
export IMPL_post_dp_hpwl_um=1770
export IMPL_netlist_cell_type_count=22
export IMPL_routabilityCongestion=0.814
export IMPL_grtUsageMet2_pct=6.87
export IMPL_final_area_um2=1290
export IMPL_netlist_top_cell_by_area="sky130_fd_sc_hd__dfrtp_1"
export IMPL_syn_to_final_growth_pct=29.8
export IMPL_top_cells_by_area="sky130_fd_sc_hd__dfrtp_1 43%, sky130_fd_sc_hd__xnor2_1 22%, sky130_fd_sc_hd__nor2_1 6.0%"
export IMPL_core_area_um2=6760
export IMPL_warnings=25
export IMPL_fin_util_pct=19.1
export IMPL_globalRouteMet1Util_pct=6.54
export IMPL_ys_cells=102
export IMPL_clock_path_buffers=2
export IMPL_use_met3_pct=1.56
export IMPL_seq_area_frac_synth_pct=42.8
export IMPL_arrival_ps=2590
export IMPL_hold_path_startpoint="clk_div$_DFFE_PP0N_"
export IMPL_top_cell_types_by_occurrence_after_synthesis="25 x sky130_fd_sc_hd__xnor2_1, 17 x sky130_fd_sc_hd__dfrtp_1, 16 x sky130_fd_sc_hd__nor2_1, 8 x sky130_fd_sc_hd__nand4_1"
export IMPL_tightest_slew_ps=890
export IMPL_setup_tns_ps=0
export IMPL_mappedNetlistArea_um2=993
export IMPL_timing_max_slew_rel_slack_pct=40.2
export IMPL_yosys_register_bits=17
export IMPL_placement_cell_area_um2=1240
export IMPL_grt_pass1_wl_um=3900
export IMPL_post_cts_setup_buffer_count=0
export IMPL_cts_hold_buf=0
export IMPL_clock_sinks=17
export IMPL_timing_final_max_slew_violations=0
export IMPL_cellPowerDensity_nw_per_um2=331
export IMPL_max_cap_viol_count=0
export IMPL_cellLeakagePower_nw=0.467
export IMPL_critical_path_end_type="flip-flop"
export IMPL_status="completed"
export IMPL_setup_violations=0
export IMPL_dieHeight_um=103
export IMPL_vias=732
export IMPL_worst_r2r_cell_count=4
export IMPL_critical_path_reg2reg_startpoint="count[9]$_DFF_PP0_"
export IMPL_tritoncts_num_buffers=3
export IMPL_postSynthCellCount=102
export IMPL_clock_tree_htree_level_count=1
export IMPL_timing_hold_worst_class="reg2reg"
export IMPL_final_setup_skew_ps=0.653
export IMPL_fraction_of_layout_cells_with_a_size_suffix_above_1_pct=4.20
export IMPL_clk_transition_reported_paths_ps=60
export IMPL_grt_pass1_vias=773
export IMPL_detailedRoute_firstPassIterationCount=4
export IMPL_clock_fmax_mhz=398
export IMPL_floorplan_core_util_pct=14.7
export IMPL_busiest_layer="met2"
export IMPL_drt_wl_total_um=2230
export IMPL_timing_worst_setup_path_type="in2reg"
export IMPL_hold_viol_final=0
export IMPL_period_used_pct=62.8
export IMPL_post_drt_wl_per_cell_um=11.2
export IMPL_critPathRequiredTime_ps=4080
export IMPL_final_hold_worst_slack_ps=475
export IMPL_diodes=0
export IMPL_largest_net_degree_at_the_start_of_global_routing=18
export IMPL_power_ir_vdd_worst_mv=0.0890
export IMPL_critPathMaxFanout=17
export IMPL_ys_dominant_reg_cell="sky130_fd_sc_hd__dfrtp_1"
export IMPL_yosys_cell_count_top_type="sky130_fd_sc_hd__xnor2_1"
export IMPL_startpoint="terminalcount[9]"
export IMPL_grt_overflow_total=0
export IMPL_top_area_share_pct=42.8
export IMPL_synth_area_yosys_um2=993
export IMPL_rows=30
export IMPL_fp_dieArea_um2=10600
export IMPL_postSynthAreaPerCell_um2=9.74
export IMPL_critical_path_reg2reg_endpoint="clk_div$_DFFE_PP0N_"
export IMPL_cp_endpoint="clk_div$_DFFE_PP0N_"
export IMPL_cts_root_buffer_cell="sky130_fd_sc_hd__clkbuf_8"
export IMPL_viasPerCell=3.68
export IMPL_worstSkewPairLatency_ps=240
export IMPL_track_usage_pct=4.63
export IMPL_placement_io_buffers=18
export IMPL_fp_dieW_um=103
export IMPL_antenna_violations_before_repair=0
export IMPL_ctsResizeCount=0
export IMPL_worst_r2r_setup_slack_ps=2000
export IMPL_antenna_violating_nets_post_route=0
export IMPL_drt_drc_violations_left=0
export IMPL_async_set_or_reset_register_ratio_after_synthesis_pct=100
export IMPL_ios=19
export IMPL_enable_flop_cells=0
export IMPL_start_kind="primary input"
[final cells by class]
type,count,area [µm²]
clock buffers,4,45.0
inverters,3,11.3
well taps,80,100
fillers,740,5470
repair buffers,18,180
multi-input cells,77,528
flip-flops and latches,17,425
[cell families after synthesis]
kind of cell	count (synthesis)	synth area share (%)
AND-OR/OR-AND	2	1.26
AND/OR/NAND/NOR	44	24.2
flip-flops	17	42.8
buffers and inverters	8	4.03
XOR/XNOR	30	26.4
adder cells (fa/ha/maj)	1	1.26
[how the worst min path moves through the flow]
stage / endpoint / slack [ps] / cells after the start
global route: clk_div$_DFFE_PP0N_ / 500 / 1
finish: clk_div$_DFFE_PP0N_ / 480 / 1
CTS: clk_div$_DFFE_PP0N_ / 480 / 1
[worst max-delay path, stage by stage]
cell and delay [ps]:
sky130_fd_sc_hd__clkdlybuf4s50_1 480, sky130_fd_sc_hd__xnor2_1 120, sky130_fd_sc_hd__nand4_1 200, sky130_fd_sc_hd__nor4_4 850, sky130_fd_sc_hd__xor2_1 150
[where the power goes]
part	leakage [nW]	total [W]	switching [W]	internal, W
Sequential	0.219	0.000226	0.0000362	0.000190
Clock	0.0228	0.000125	0.0000541	0.0000705
Combinational	0.225	0.0000760	0.0000293	0.0000467
[metal layers]
layer	share of wire [%]	vias up
li1	-	378
met1	48	342
met2	45	10
met3	5.9	2
met4	0.81	0
met5	0	-
[layout by cell type, fill, tap and decap left out, types with 3 or more instances in the layout]
master and count:
sky130_fd_sc_hd__nor4_1 3, sky130_fd_sc_hd__nand3_1 3, sky130_fd_sc_hd__xnor2_1 25, sky130_fd_sc_hd__clkdlybuf4s50_1 18, sky130_fd_sc_hd__nor3_1 3, sky130_fd_sc_hd__clkbuf_8 3, sky130_fd_sc_hd__xor2_1 5, sky130_fd_sc_hd__inv_1 3
sky130_fd_sc_hd__nor2_1 16, sky130_fd_sc_hd__nand2_1 5, sky130_fd_sc_hd__nand4_1 8, sky130_fd_sc_hd__dfrtp_1 17
[through the flow]
step | instances | total power (W) | setup WS, ps
final | 199 | 0.000427 | 1490
after global routing | 199 | 0.000461 | 1330
after CTS | 199 | 0.000434 | 1480
after detailed placement | 195 | 0.000307 | 1230
after global placement | 195 | 0.000306 | 1260
after floorplan | 102 | 0.000278 | 2050
[sequential cells by signal (all words and copies together), names as in the netlist]
name	flops
count	16
clk_div	1
Power and IR drop assume default switching activity.

File: /design/flow/design.v
`timescale 1ns / 1ps
module seg_decoder(
    input [3:0] in,
    input rst,
    output reg [7:0] out
);
always @*
begin
if (rst)
    out = 8'b11111111;
else
case (in)    
       4'b0000:  out = 8'b11000000;   
       4'b0001:  out = 8'b11111001;   
       4'b0010:  out = 8'b10100100;   
       4'b0011:  out = 8'b10110000;   
       4'b0100:  out = 8'b10011001;   
       4'b0101:  out = 8'b10010010;   
       4'b0110:  out = 8'b10000010;   
       4'b0111:  out = 8'b11111000;   
       4'b1000:  out = 8'b10000000;   
       4'b1001:  out = 8'b10010000;   
       4'b1010:  out = 8'b10001000;   
       4'b1011:  out = 8'b10000011;   
       4'b1100:  out = 8'b11000110;   
       4'b1101:  out = 8'b10100001;   
       4'b1110:  out = 8'b10000110;   
       4'b1111:  out = 8'b10001110;   
endcase
end
endmodule
File: /design/flow/constraint.sdc
current_design seg_decoder

set clk_period 2.1
set clk_io_pct 0.2

create_clock -name clk0 -period $clk_period

set non_clock_inputs [all_inputs -no_clocks]
set_input_delay [expr $clk_period * $clk_io_pct] -clock clk0 $non_clock_inputs
set_output_delay [expr $clk_period * $clk_io_pct] -clock clk0 [all_outputs]
File: /design/flow/config.mk
export PLATFORM = sky130hd
export DESIGN_NAME = seg_decoder
export DESIGN_NICKNAME = seg_decoder
export VERILOG_FILES = /design/flow/design.v
export SDC_FILE = /design/flow/constraint.sdc
export NUM_CORES = 4
export LEC_CHECK = 1
export CORE_AREA = 10 10 70 70
export DIE_AREA = 0 0 80 80
export SYNTH_HDL_FRONTEND = slang
File: /design/flow/run.sh
#!/bin/bash
# OpenROAD 26Q1-2900-gdf79404cd8, Yosys 0.63+post, stock flow scripts
make -C /OpenROAD-flow-scripts/flow DESIGN_CONFIG=/design/flow/config.mk WORK_HOME=/design/flow/orfs finish
==> out/results.tsv <==
metric	value	unit
worstSetupPathType	in2out	
post_cts_hold_buffer_count	0	
layout_top_cell	buf_4	
timing.critical_path.arrival	1.64	ns
fin_crit	2.06	ns
worst_min_path_start	in[0]	
gp_routability_congestion	0.796	
portBuffers	12	
number_of_placement_rows	21	
layout-drive-gt1-share	49.2	%
rsz0062_at_grt	no	
finalSetupViolations	0	
global_route.overflow_total	0	
dr.first_iter.drc_count	20	
post_synthesis_cell_count	37	
drt_pass1_iterations	3	
via_count_of_the_first_global_routing_pass	350	
postRouteAntennaNets	0	
post-route-drc-count	0	
last_element_of_the_critical_path	out[5]	
vias_per_inst	3.32	
timing.final.ws_setup	0.0400	ns
instances_no_fill	105	
critPathRequiredTime	1.68	ns
dp_slack	-0.649	ns
areaGrowthSynthToFinish	89.1	%
seq_area	0	um2
final_max_slew_viol_count	0	
grt_start_max_net_pins	10	
post_drt_wl_per_cell	9.33	um
die_w	80	um
total_leakage_power	0.269	nW
worstSetupEndpointType	output port	
nFillCells	384	
die-height	80	um
pwr_density_cell	161	nW/um2
insertedDiodeCount	0	
critical_path_peak_fanout	6	
post_synthesis_cell_area	310	um2
fmax	485	MHz
hold_path_class	in2out	
hpwlAfterDp	806	um
wire_length_of_the_first_global_routing_pass	1670	um
cap_violations	0	
numPlacedInstances	103	
vias	349	
critPathLaunch	in[0]	
ys_cells	37	
floorplan.core_area	3420	um2
hold_violations	0	
synth.lib_cells_used.distinct	20	
all_layer_gr_usage	3.02	%
maximum_resistive_drop_on_vdd	28.3	uV
yosys_warns	0	
layout_top_cells	8 x buf_4, 6 x dlygate4sd2_1, 5 x buf_6	
yosysChipArea	310	um2
floorplan.die_area	6400	um2
stage_log_warnings	39	
antenna_violations_before_repair	0	
critPathLaunchType	input pin	
synth_seq_share	0	%
synth_area_per_cell	8.39	um2
fp-utilization	9.08	%
layout_worst_path_cycle_share	98.1	%
top_level_ports	13	
detail_route.wirelength	980	um
nClkBuffers	0	
run_status	complete, no violations	
flip_flops	0	
-- worst max-delay path, cell delays in order --
cell           delay (ns)
buf_2                0.12
buf_6                0.13
ha_2                 0.18
mux2_4               0.25
a211o_1              0.30
dlygate4sd2_1        0.24
-- cell usage after synthesis (2+ instances only) --
library cell	count	area (um2)
ha_1	7	87.6
nand2b_1	2	12.5
inv_1	3	11.3
nor2b_1	2	12.5
a32oi_1	2	17.5
a221o_1	2	20.0
mux2i_1	3	30.0
mux2_1	2	22.5
nor2_1	2	7.51
buf_6	2	22.5
-- how the worst min path moves through the flow --
stage                    end  slack, ns  cells after the start
final                 out[4]       1.40                      5
after global routing  out[4]       1.45                      5
after CTS             out[6]       1.43                      4
-- kinds of logic (layout without fill, tap and decap cells) --
kind of cell | after synthesis | after routing | synth area share [%]
multiplexers | 5 | 5 | 16.9
AND-OR/OR-AND | 7 | 7 | 21.0
other | 1 | 1 | 1.21
buffers and inverters | 6 | 28 | 13.3
AND/OR/NAND/NOR | 11 | 11 | 19.4
adder cells (fa/ha/maj) | 7 | 7 | 28.2
-- power breakdown --
| part | internal, mW | leakage, nW | total [mW] | switching (mW) |
|---|---|---|---|---|
| Combinational | 0.0560 | 0.269 | 0.0944 | 0.0385 |
| Clock | 0 | 0 | 0 | 0 |
| Sequential | 0 | 0 | 0 | 0 |
-- timing repair --
action / CTS / global route
setup buffers: 1 / 1
cloned: 0 / 0
pin swaps: 7 / 2
gates resized: 34 / 9
endpoints found under the setup margin: 7 / 5
-- metrics by stage --
step	total power, mW	setup TNS, ns	util (%)	hold slack (ns)	cell area (um2)
global route	0.105	0	17.2	1.45	587
global placement	0.0915	-3.68	15.8	1.93	541
CTS	0.0940	-0.0972	17.1	1.43	583
detailed placement	0.0928	-3.81	15.8	1.94	541
finish	0.0944	0	17.2	1.40	587
floorplan	0.0373	0	-	0.888	310
-- per-layer routing --
layer	track usage [%]	routed length, um	share of wire, %	vias up
met1	4.28	457	47	165
met3	0.455	63	6.4	0
met4	0	0	0	0
li1	-	-	-	177
met2	4.98	460	47	7
met5	0	0	0	-
-- final cells by class --
class                           instances  area, um2  area share (%)
Tap cell                               46       57.6            9.81
Inverter                                3       11.3            1.92
Timing Repair Buffer                   25        206            35.2
Multi-Input combinational cell         31        312            53.1
Power is estimated from default activity; no workload was simulated.

--- /design/flow/design.v ---
`timescale 1ns / 1ps
module BCD(
 input [13:0] bin,
   output reg [15:0] bcd
   );
integer i;
always @(bin) begin
    bcd=0;		 	
    for (i=0;i<14;i=i+1) begin					 
       if (bcd[3:0] >= 5) bcd[3:0] = bcd[3:0] + 3;		 
	   if (bcd[7:4] >= 5) bcd[7:4] = bcd[7:4] + 3;
	   if (bcd[11:8] >= 5) bcd[11:8] = bcd[11:8] + 3;
	   if (bcd[15:12] >= 5) bcd[15:12] = bcd[15:12] + 3;
	   bcd = {bcd[14:0],bin[13-i]};				 
    end
end
endmodule
`timescale 1ns / 1ps
module dispClk(
    input clk,
    output reg [1:0] out
);
reg [16:0] counterout;
always @(posedge(clk))
begin
     if (clk) counterout <= counterout + 1;
end
always @ (posedge(counterout[16]))
begin
     out <= out + 1;
end
endmodule
`timescale 1ns / 1ps
module mux(
   input [1:0] select,
    input [3:0] one,
    input [3:0] ten,
    input [3:0] hunnid,
    input [3:0] thousand,
    output reg [3:0] out
    );
always @(*)
begin
    case(select)
        2'b00: out <= one;
        2'b01: out <= ten;
        2'b10: out <= hunnid;
        2'b11: out <= thousand;
     endcase
end
endmodule
`timescale 1ns / 1ps
module ssegAnodeDecoder(
 input [1:0] select,
    output reg [3:0] anode
);
always @(select)
begin
    case (select)
        2'b11: anode <= 4'b0111;
        2'b10: anode <= 4'b1011;
        2'b01: anode <= 4'b1101;
        2'b00: anode <= 4'b1110;
    endcase
end
endmodule
`timescale 1ns / 1ps
module ssegController(
  input [3:0] one,
    input [3:0] ten,
    input [3:0] hunnid,
    input [3:0] thousand,
    input clk,
    output [3:0] seg_an,
    output [6:0] seg_cat
);
wire [1:0] select;
dispClk dispClk(.clk(clk), .out(select));
wire [3:0] ssegout;
mux inputselect(.select(select), .one(one), .ten(ten), .hunnid(hunnid), .thousand(thousand), .out(ssegout));
ssegDecoder cathods(.ssegin(ssegout), .sseg(seg_cat));
ssegAnodeDecoder anodes(.select(select), .anode(seg_an));
endmodule
`timescale 1ns / 1ps
module ssegDecoder(
   input [3:0] ssegin,
    output reg [6:0] sseg
    );
always @(ssegin)
      case (ssegin)
          4'b0001 : sseg = 7'b1111001;    
          4'b0010 : sseg = 7'b0100100;    
          4'b0011 : sseg = 7'b0110000;    
          4'b0100 : sseg = 7'b0011001;    
          4'b0101 : sseg = 7'b0010010;    
          4'b0110 : sseg = 7'b0000010;    
          4'b0111 : sseg = 7'b1111000;    
          4'b1000 : sseg = 7'b0000000;    
          4'b1001 : sseg = 7'b0010000;    
          4'b1010 : sseg = 7'b0001000;    
          4'b1011 : sseg = 7'b0000011;    
          4'b1100 : sseg = 7'b1000110;    
          4'b1101 : sseg = 7'b0100001;    
          4'b1110 : sseg = 7'b0000110;    
          4'b1111 : sseg = 7'b0001110;    
          default : sseg = 7'b1000000;    
      endcase
endmodule
`timescale 1ns / 1ps
module wrapper(
input clk, [7:0] sw, [2:0] btn,
    output [6:0] seg_cat, [3:0] seg_an
    );
reg [7:0] num1, num2;
reg signed [7:0] neg;
wire [15:0] result;
always @ (posedge(clk)) begin
    if (btn[0]) num1 <= sw;
    if (btn[1]) num2 <= sw;
end
always @(btn[2]) begin
    if(btn[2]) neg = -num1;
    else neg = num1;
end
assign result = neg + num2;
wire [15:0] bcd;
BCD BCD(.bin(result), .bcd(bcd));
ssegController sseg(.one(bcd[3:0]), .ten(bcd[7:4]), .hunnid(bcd[11:8]), .thousand(bcd[15:12]), .clk(clk), .seg_an(seg_an), .seg_cat(seg_cat));
endmodule
--- /design/flow/run.sh ---
#!/bin/bash
# OpenROAD 26Q1-2900-gdf79404cd8, Yosys 0.63+post, stock flow scripts
make -C /OpenROAD-flow-scripts/flow DESIGN_CONFIG=/design/flow/config.mk WORK_HOME=/design/flow/orfs finish
--- /design/flow/config.mk ---
export PLATFORM = sky130hd
export DESIGN_NAME = wrapper
export DESIGN_NICKNAME = wrapper
export VERILOG_FILES = /design/flow/design.v
export SDC_FILE = /design/flow/constraint.sdc
export NUM_CORES = 4
export LEC_CHECK = 1
export CORE_UTILIZATION = 30
export SYNTH_HDL_FRONTEND = slang
--- /design/flow/constraint.sdc ---
current_design wrapper

set clk_period 14.1
set clk_io_pct 0.2

create_clock -name clk0 -period $clk_period [get_ports {clk}]

set non_clock_inputs [all_inputs -no_clocks]
set_input_delay [expr $clk_period * $clk_io_pct] -clock clk0 $non_clock_inputs
set_output_delay [expr $clk_period * $clk_io_pct] -clock clk0 [all_outputs]
==> qor.tcl <==
set qor(final_cells) 584
set qor(synth_area_per_cell_um2) 9.36
set qor(grt_first_pass_wirelength_um) 12900
set qor(gp_congestion) 0.852
set qor(fillers) 1096
set qor(dp_hpwl_um) 5530
set qor(worst_setup_hold_path_clk_slew_ns) 0.05
set qor(count_of_endpoints_without_a_timing_constraint) 6
set qor(flop_area_um2) 1030
set qor(violations_in_the_final_reports) {negative hold slack}
set qor(slew_headroom) 0.577
set qor(crit_fanout) 8
set qor(synth-main-ff-cell) {edfxtp_1}
set qor(cp.arrival_ns) 10.67
set qor(worstPathRequired_ns) 11.28
set qor(tritoncts_clock_tree) {yes}
set qor(grt-ovfl-total) 0
set qor(whs_ns) -0.0261
set qor(dr_total_vias) 3044
set qor(status) {finished with violations}
set qor(initCoreUtil) 0.310
set qor(fp-row-count) 39
set qor(period_used_share) 0.957
set qor(endpoint_kind) {output port}
set qor(io_pins) 23
set qor(setup-tns-final_ns) 0
set qor(synth_cells) 381
set qor(die_h_um) 111
set qor(antenna_found_initial) 0
set qor(worst-setup-path-type) {primary input to output port}
set qor(syn2layout_area_growth_pct) 26.2
set qor(ys_cells) 381
set qor(layout.area.comb_um2) 2430
set qor(postCtsHoldBufs) 0
set qor(num_antenna_cells) 0
set qor(die_area_um2) 12300
set qor(post-route-drc-count) 0
set qor(timing.critical_path.mode_cell) {ha_1}
set qor(synth-async-reset-ratio) 0
set qor(insertion_delay_ns) 0.39
set qor(maxCapViolations) 0
set qor(viasPerCell) 5.21
set qor(worst_clock_skew_ns) 0.00201
set qor(yosys_warnings) 0
set qor(placed_cells_incl_taps) 563
set qor(drt_iter0_markers) 151
set qor(post_synth_cell_types) 72
set qor(post_dp_cell_area_um2) 4090
set qor(coreArea_um2) 11500
set qor(routed_wire_length_per_instance_um) 12.8
set qor(critPathMaxStageDelay_ns) 0.48
set qor(drv_slew) 0
set qor(hold_path_class) {clock port to register}
set qor(track_usage) 0.126
set qor(dieWidth_um) 111
set qor(crit_path_max_delay_cell_type) {clkdlybuf4s50_1}
set qor(clock.fmax_ghz) 0.0741
set qor(grt_max_degree) 14
set qor(detailedRoute.firstPassIterationCount) 4
set qor(ys_seq_elements) 35
set qor(synthesis.area_um2) 3570
set qor(proportion_of_layout_cells_with_a_drive_suffix_above_1) 0.154
set qor(worstMarginPinSlew_ns) 0.631
set qor(setup_violations) 0
set qor(final_min_period_ns) 13.49
set qor(crit_path_start_kind) {primary input}
set qor(warnings) 42
set qor(unclocked_pins) 2
set qor(layout.cell_area.non_filler_um2) 4500
set qor(enable_flop_cells) 33
set qor(drt_wl_total_um) 7470
set qor(yosys.stat.seqShare) 0.289
set qor(buffer_ports.inserted) 22
set qor(synth_chip_area_um2) 3570
set qor(finalHoldViolations) 1
set qor(grt_pass1_vias) 3015
set qor(final_antenna_net_count) 0
==> cell families (layout without fill, tap and decap cells) <==
| logic type | count (synthesis) | after routing | synth area share |
|---|---|---|---|
| AOI/OAI and AO/OA | 98 | 98 | 0.229 |
| xor gates and xnor gates | 30 | 30 | 0.0737 |
| adders and majority gates | 38 | 38 | 0.135 |
| buffers and inverters | 35 | 95 | 0.0417 |
| DFF | 35 | 35 | 0.289 |
| muxes | 12 | 12 | 0.0372 |
| and+or+nand+nor | 133 | 133 | 0.194 |
==> per-layer routing <==
layer,global-route usage,part of all wire,wire [um],up-vias
met3,0.0251,0.033,250,8
met2,0.200,0.47,3530,65
met4,0.0360,0.012,86,0
met1,0.177,0.48,3610,1417
li1,-,-,-,1554
met5,0,0,0,-
==> Yosys cell counts (all sizes together), types with 3 or more instances <==
library cell  instances  area, um2
nor3                  9       50.1
a21o                  7       52.6
nand2                30        113
mux2i                 8       80.1
a2111oi               3       57.6
mux2                  4       52.6
a211oi                9       90.1
ha                   37        463
o31ai                 3       22.5
o2111ai               4       41.3
or3                   5       31.3
edfxtp               33        991
nor2                 24       90.1
o21ai                16       80.1
and2                  9       56.3
xnor2                21        184
a221oi                3       32.5
nor2b                 4       25.0
xor2                  9       78.8
o211ai                6       45.0
inv                  30        113
buf                   4       32.5
and3                  3       18.8
a311oi                3       43.8
nand2b               13       81.3
nand3                18       90.1
a32oi                 3       26.3
nand4                 6       37.5
nor4                  3       18.8
a21oi                12       60.1
==> worst paths after layout <==
check                                                 start                     endpoint  slack [ns]  cells after the start
worst max-delay path                                 btn[2]                   seg_cat[3]        0.61                     39
worst min register to register  sseg.dispClk.counterout[14]  sseg.dispClk.counterout[14]        0.60                      1
worst min-delay path                                    clk   sseg.dispClk.counterout[6]       -0.03                      2
worst max register to register   sseg.dispClk.counterout[2]  sseg.dispClk.counterout[16]       12.24                      6
==> through the flow <==
step           setup WS [ns]  hold slack (ns)   util
6_report               0.608          -0.0261  0.391
5_1_grt              -0.0240          -0.0263  0.391
4_1_cts                0.152          -0.0263  0.385
3_5_place_dp          -0.116            0.112  0.355
3_3_place_gp           0.108            0.112  0.355
2_1_floorplan          0.918            0.112      -
==> worst max-delay path: cells and delay by family <==
family                     cells  cell delay [ns]
muxes                          1             0.27
buffers and inverters          6             0.92
and+or+nand+nor               14             2.02
xor gates and xnor gates       1             0.10
AOI/OAI and AO/OA             10             2.84
adders and majority gates      7             1.67
==> final cells by class <==
type,instances,share of cell area
clock buffer,13,0.0722
clock inverter,4,0.00361
inverter,31,0.0258
multi-input combinational,311,0.540
sequential,35,0.229
tap,143,0.0397
timing repair buffer,47,0.0895
==> sequential cells by signal (all words and copies together) (netlist names) <==
register,cells
num1,8
num2,8
sseg.dispClk.counterout,17
sseg.dispClk.out,2
==> cells in the final DEF, fill, tap and decap left out, types with 3 or more instances in the layout <==
cell type / instances
ha_1: 36
edfxtp_1: 33
nand2_1: 30
inv_1: 30
buf_4: 25
nor2_1: 23
clkdlybuf4s50_1: 21
xnor2_1: 20
nand3_1: 18
nand2b_1: 13
clkbuf_16: 13
o21ai_0: 11
a21oi_1: 11
and2_1: 9
xor2_1: 9
nor3_1: 8
mux2i_1: 8
a21o_1: 7
o211ai_1: 6
nand4_1: 6
or3_1: 5
a211oi_1: 5
clkinv_1: 4
o21ai_1: 4
nor2b_1: 4
a211oi_2: 3
o31ai_1: 3
and3_1: 3
==> timing repair <==
action	4_1_cts	5_1_grt
buffers inserted	0	4
setup endpoints to repair	7	7
cloned	0	0
resized	2	11
pin swaps	0	6
